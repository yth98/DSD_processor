$ cat /design/flow/constraint.sdc
current_design L2cache

set clk_period 76.4
set clk_io_pct 0.2

create_clock -name clk0 -period $clk_period [get_ports {clk}]

set non_clock_inputs [all_inputs -no_clocks]
set_input_delay [expr $clk_period * $clk_io_pct] -clock clk0 $non_clock_inputs
set_output_delay [expr $clk_period * $clk_io_pct] -clock clk0 [all_outputs]
$ cat /design/flow/config.mk
export PLATFORM = sky130hd
export DESIGN_NAME = L2cache
export DESIGN_NICKNAME = L2cache
export VERILOG_FILES = /design/flow/design.v
export SDC_FILE = /design/flow/constraint.sdc
export NUM_CORES = 4
export LEC_CHECK = 1
export CORE_UTILIZATION = 30
export SYNTH_MEMORY_MAX_BITS = 65536
$ cat /design/flow/design.v
module L2cache( 
    clk,
    proc_reset,
    proc_read,
    proc_write,
    proc_addr,
    proc_rdata,
    proc_wdata,
    proc_stall,
    mem_read,
    mem_write,
    mem_addr,
    mem_rdata,
    mem_wdata,
    mem_ready
);
    input          clk;
    input          proc_reset;
    input          proc_read, proc_write;
    input   [29:0] proc_addr;
    input   [31:0] proc_wdata;
    output         proc_stall;
    output  [31:0] proc_rdata;
    input  [127:0] mem_rdata;
    input          mem_ready;
    output         mem_read, mem_write;
    output  [27:0] mem_addr;
    output [127:0] mem_wdata;
    reg            mem_read, mem_write;
    reg     [27:0] mem_addr;
    reg    [127:0] mem_wdata;
    reg      [2:0] state_w;
    reg      [2:0] state;
    reg      [15:0] valid1, valid2;
    reg      [15:0] dirty1, dirty2;
    reg      [15:0] lru;              
    reg     [29:6] tag1    [0:15], tag2    [0:15];
    reg    [127:0] data1   [0:15], data2   [0:15];
    wire           hit1, hit2;
    wire     [5:2] set;
    localparam S_IDLE = 3'd0;
    localparam S_WBRD = 3'd1;
    localparam S_RD   = 3'd2;
    localparam S_WB   = 3'd3;
    localparam S_RDWB = 3'd4;
    assign set = proc_addr[5:2];
assign proc_stall = (~(hit1 | hit2))&&(proc_read|proc_write);
assign proc_rdata = proc_read & hit1
                  ? data1[set][proc_addr[1:0]*32+:32]
                  : proc_read & hit2
                  ? data2[set][proc_addr[1:0]*32+:32]
                  : 32'd0;
    assign hit1 = valid1[set] & (tag1[set] == proc_addr[29:6]);
    assign hit2 = valid2[set] & (tag2[set] == proc_addr[29:6]);
always@(*) begin
    case (state)
    S_IDLE: begin
        if (hit1 | hit2)
            state_w = S_IDLE;
        else if (proc_read)
            state_w = (~lru[set] & dirty1[set] | lru[set] & dirty2[set]) ? S_WBRD : S_RD;
        else if (proc_write)
            state_w = (~lru[set] & dirty1[set] | lru[set] & dirty2[set]) ? S_WB : S_RDWB;
        else
            state_w = S_IDLE;
    end
    S_WBRD:
        state_w = mem_ready ? S_RD : S_WBRD;
    S_RD:
        state_w = mem_ready ? S_IDLE : S_RD;
    S_WB:
        state_w = mem_ready ? S_RDWB : S_WB;
    S_RDWB:
        state_w = mem_ready ? S_IDLE : S_RDWB;
    default:
        state_w = S_IDLE;
    endcase
end
always@( posedge clk ) begin
    if( proc_reset ) begin
        mem_read   <= 0;
        mem_write  <= 0;
        state   <= S_IDLE;
        valid1  <= 16'b0;
        valid2  <= 16'b0;
        dirty1  <= 16'b0;
        dirty2  <= 16'b0;
        lru     <= 16'b0;
    end
    else begin
        state   <= state_w;
        case (state)
        S_IDLE: begin
            if (proc_read) begin
                if (proc_stall) begin
                    if (~lru[set] & dirty1[set]) begin
                        mem_write  <= 1;
                        mem_addr   <= {tag1[set],set};
                        mem_wdata  <= data1[set];
                    end else if (lru[set] & dirty2[set]) begin
                        mem_write  <= 1;
                        mem_addr   <= {tag2[set],set};
                        mem_wdata  <= data2[set];
                    end else begin
                        mem_read   <= 1;
                        mem_addr   <= proc_addr[29:2];
                    end
                end
            end
            else if (proc_write) begin
                if (hit1) begin
                    dirty1[set] <= 1;
                    data1[set][proc_addr[1:0]*32+:32] <= proc_wdata;
                end else if (hit2) begin
                    dirty2[set] <= 1;
                    data2[set][proc_addr[1:0]*32+:32] <= proc_wdata;
                end else if (~lru[set] & dirty1[set]) begin
                    mem_write  <= 1;
                    mem_addr   <= {tag1[set],set};
                    mem_wdata  <= data1[set];
                end else if (lru[set] & dirty2[set]) begin
                    mem_write  <= 1;
                    mem_addr   <= {tag2[set],set};
                    mem_wdata  <= data2[set];
                end else begin
                    mem_read   <= 1;
                    mem_addr   <= proc_addr[29:2];
                end
            end
            if ((proc_read | proc_write) & (hit1 | hit2))
                lru[set] <= hit1;
        end
        S_WBRD:
            if (mem_ready) begin
                mem_read   <= 1;
                mem_write  <= 0;
                mem_addr   <= proc_addr[29:2];
            end
        S_RD:
            if (mem_ready) begin
                mem_read   <= 0;
                if (~lru[set]) begin
                    valid1[set] <= 1;
                    dirty1[set] <= 0;
                    tag1  [set] <= proc_addr[29:6];
                    data1 [set] <= mem_rdata;
                end else begin
                    valid2[set] <= 1;
                    dirty2[set] <= 0;
                    tag2  [set] <= proc_addr[29:6];
                    data2 [set] <= mem_rdata;
                end
            end
        S_WB:
            if (mem_ready) begin
                mem_read   <= 1;
                mem_write  <= 0;
            end
        S_RDWB:
            if (mem_ready) begin
                mem_read   <= 0;
                if (~lru[set]) begin
                    valid1[set] <= 1;
                    dirty1[set] <= 1;
                    tag1  [set] <= proc_addr[29:6];
                    data1 [set] <= mem_rdata;
                end else begin
                    valid2[set] <= 1;
                    dirty2[set] <= 1;
                    tag2  [set] <= proc_addr[29:6];
                    data2 [set] <= mem_rdata;
                end
            end
        endcase
    end
end
endmodule
$ cat /design/flow/run.sh
#!/bin/bash
# OpenROAD 26Q1-2900-gdf79404cd8, Yosys 0.63+post, stock flow scripts
make -C /OpenROAD-flow-scripts/flow DESIGN_CONFIG=/design/flow/config.mk WORK_HOME=/design/flow/orfs finish
==> deck_impl_summary.md <==
Flow Results at a Glance

Yosys
  • Most common reg cell: edfxtp_1
  • Cell total in the yosys stat output: between 9000 and 10000
  • Synthesized instance count: 9320
  • YS warnings: 1
  • Synth unique cells: 90
  • Mean post-synth cell area: 21.7 sq um
  • FF+latch count, synth: a little over 5000
  • Mapped Area: just over 200000 sq um
  • Number of synthesized flops with an enable pin: 5020
  • Synth Seq Share: 75.4%
  • Yosys stat area: 202000 sq um
  • FFs w/ async S/R, synth: 0%

Detailed routing
  • Vias post-DR: 101676
  • Final WL: 656000 um
  • DR iter-0 viols: slightly below 8000
  • Routed len/inst: 33.2 um
  • Final ANT Viol Nets: 0
  • DR vias/cell: around 5.1
  • Pre-antenna DRT Iters: 6
  • Drt drc: 0

STA
  • RSZ-0062 raised after global routing: false
  • Clock skew: around 0.17 ns
  • Crit path time final: 39.04 ns
  • Final hold vios: 0
  • Max frequency: 0.0256 GHz
  • Max-slew violations: 0
  • Final worst path period share: 51.1%
  • Slew HR: between 20% and 30%
  • Least-Margin Pin Slew: 1.10 ns
  • TNS Setup: 0 ns
  • Final setup viols: 0

Die
  • DIE WIDTH: 823 um
  • Site row count: 301
  • Die Area: 677000 sq um
  • I/O pins: 386
  • Floorplan Utilization: 30.1%
  • Die height: 823 um
  • Area of the core: 671000 sq um

Pwr
  • PwrDens: 24.6 nW/um^2
  • VDD IR-drop max: approximately 0.025 mV
  • Cell leakage power: 0.0732 uW

Global route
  • Largest net degree at the start of global routing: approximately 110
  • GRT Util Overall: about a fifth
  • GRT overflow: 0
  • Antenna violations before repair: 108
  • Vias in the first global route: 108508
  • First-pass GRT wire length: 892000 um

Place
  • Cell Area, Placed: 221000 sq um
  • HPWL after DPL: 422000 um
  • GPL Wtd Cong: 0.933
  • PortBufs: a little under 400

Critical path
  • Worst path top cell family by delay: buffers and inverters
  • Worst Path Class, Setup: in2out
  • Required time of the critical path: 61.12 ns
  • CP max-delay cell: buf_4
  • Worst path cell trace: buf_16, buf_4, buf_4, buf_4, buf_4, buf_4, buf_4, buf_4, buf_4, mux4_2, mux4_2, mux4_2, inv_1, o22ai_1, buf_4, clkdlybuf4s50_1
  • Startpoint Class: primary input
  • Arr. time, crit path: ~24 ns
  • CP max stage delay: 0.72 ns
  • Crit. End Element: output pin
  • Critical-path maximum fanout: approximately 80
  • Most frequent CP cell: buf_4
  • Critical path buffer and inverter count: 12

Clocking
  • Hold buffer count at cts: 0
  • Clk buf depth: 4
  • Worst-path clk slew: 0.06 ns
  • # resized after CTS: 0
  • CTS root buf: clkbuf_16
  • CTS Buf Count: 484
  • H-tree levels: 5
  • Clock sink total: 5107
  • Setup repair bufs after CTS: 0
  • CTS tree: yes
  • Clock latency at the later pin of the worst-skew pair: ~1.1 ns

Outcome
  • Status: finished, final reports clean

Final layout
  • Comb. cell area: 47800 sq um
  • Filler cell count: between 60000 and 70000
  • Finished Cell Area: 237000 sq um
  • Layout cells sized above 1: 30.3%
  • Area delta synth->final: 17.1%
  • Reg area: 152000 sq um

Run
  • Tool warnings: 34
  • Max-cap viol count: 0

Worst hold path
  • Hold crit path type: reg2reg
where the power goes:
group / switching, uW / total (uW) / internal, uW
registers: 2.17 / 3080 / 3080
logic: 250 / 383 / 133
clock network: 1050 / 2350 / 1300
logic make-up after synthesis:
logic type | synth area share (%)
and+or+nand+nor | 1.96
adders and majority gates | 0.0310
muxes | 18.6
AOI/OAI and AO/OA | 2.22
DFF | 75.4
buffers and inverters | 1.55
xor gates and xnor gates | 0.173
cell usage after synthesis, types with 8 or more instances:
cell         n  share of area (%)
edfxtp_1  5020                 75
mux4_2    1490                 17
nand2_1    526               0.98
clkbuf_1   331               0.61
o21ai_0    313               0.78
nor2_1     229               0.43
mux2_2     186                1.0
buf_2      162               0.40
mux2i_1    149               0.74
inv_1      131               0.24
o22ai_1     93               0.29
dfxtp_1     87               0.86
a22oi_1     57               0.21
a21oi_1     48               0.12
nor2b_1     43               0.13
o31ai_1     38               0.14
buf_6       31               0.17
xnor2_1     29               0.13
o22a_1      26               0.11
nor3_1      20              0.050
buf_1       18              0.033
nand3_1     18              0.045
mux4_1      17               0.22
a311oi_1    16              0.069
a31oi_1     16              0.050
or3_1       12              0.037
nand2b_1    11              0.034
xor2_1      11              0.048
and2_1      10              0.031
nand4_1     10              0.031
o211ai_1     9              0.033
buf_4        8              0.030
or2_2        8              0.025
stage by stage:
| step | utilization (%) | total power, uW | setup WS (ns) | instances | hold WS, ns |
|---|---|---|---|---|---|
| 2_1_floorplan | - | 3330 | 42.54 | 9320 | 0.437 |
| 3_3_place_gp | 32.9 | 3520 | 37.03 | 18749 | 0.457 |
| 3_5_place_dp | 32.9 | 3520 | 37.01 | 18749 | 0.461 |
| 4_1_cts | 35.2 | 5840 | 36.99 | 19649 | 0.470 |
| 5_1_grt | 35.2 | 5970 | 36.64 | 19743 | 0.492 |
| 6_report | 35.2 | 5820 | 37.36 | 19791 | 0.472 |
state kept, by name, summed over array words and instances, names as in the netlist, 28 cells and up, named ones only:
name       flops
data2       2048
tag1         384
data1       2048
mem_addr      28
mem_wdata    128
tag2         384
cells in the final DEF (no fill, tap or decap), types with 29 or more instances in the layout:
cell type and instances:
buf_4 656, mux2i_1 149, clkbuf_1 101, inv_1 129
o21ai_1 78, mux2_2 186, nand2_1 508, a22oi_1 57
edfxtp_1 5020, clkinv_2 89, nor2_1 67, nor2_4 149
mux4_2 1490, o31ai_1 38, o22ai_1 92, clkdlybuf4s50_1 374
diode_2 142, o21ai_0 241, nor2b_1 38, dfxtp_1 87
clkbuf_16 495, xnor2_1 29, bufinv_16 34, clkinv_1 134
a21oi_1 47
worst paths after layout:
check                          startpoint                 endpoint  slack [ns]  depth (start not counted)
setup / recovery             proc_addr[2]           proc_rdata[28]       37.36                         16
setup reg to reg     tag1[9][5]$_DFFE_PP_  mem_wdata[10]$_DFFE_PP_       70.22                         15
hold reg to reg   valid1[15]$_SDFFE_PP0P_  valid1[15]$_SDFFE_PP0P_        0.47                          2
hold / removal    valid1[15]$_SDFFE_PP0P_  valid1[15]$_SDFFE_PP0P_        0.47                          2
layer usage:
metal | part of all wire, % | GRT usage, % | vias up
li1 | - | - | 41352
met4 | 5.0 | 7.97 | 112
met3 | 23 | 21.3 | 1316
met1 | 28 | 19.8 | 51013
met2 | 43 | 27.9 | 7883
met5 | 0.86 | 8.40 | -
area by class of cell:
| class | instances | share of cell area [%] |
|---|---|---|
| antenna | 142 | 0.150 |
| clock inverter | 297 | 1.06 |
| sequential | 5107 | 64.4 |
| timing repair buffer | 1049 | 3.79 |
| tap | 8938 | 4.73 |
| inverter | 132 | 0.213 |
| clock buffer | 603 | 5.43 |
| multi-input combinational | 3523 | 20.2 |
worst register-to-register path, stage by stage (launching register included):
cell and delay (ns):
edfxtp_1 0.35, mux4_2 0.48, mux2i_1 0.71, a221oi_1 0.36, o2bb2ai_1 0.20, or4b_4 0.25, nor4_1 0.08, nor2_1 0.11
buf_4 0.27, o21ai_2 0.17, nor3_2 0.14, buf_4 0.38, buf_4 0.52, buf_4 0.57, buf_4 0.68, buf_4 0.58
Power is estimated from default activity; no workload was simulated.
