[design/flow/design.v]
module cache( 
    clk,
    proc_reset,
    proc_read,
    proc_write,
    proc_addr,
    proc_rdata,
    proc_wdata,
    proc_stall,
    mem_read,
    mem_write,
    mem_addr,
    mem_rdata,
    mem_wdata,
    mem_ready
);
    input          clk;
    input          proc_reset;
    input          proc_read, proc_write;
    input   [29:0] proc_addr;
    input   [31:0] proc_wdata;
    output         proc_stall;
    output  [31:0] proc_rdata;
    input  [127:0] mem_rdata;
    input          mem_ready;
    output         mem_read, mem_write;
    output  [27:0] mem_addr;
    output [127:0] mem_wdata;
    reg            mem_read, mem_write;
    reg     [27:0] mem_addr;
    reg    [127:0] mem_wdata;
    reg      [2:0] state_w;
    reg      [2:0] state;
    reg      [3:0] valid1, valid2;
    reg      [3:0] dirty1, dirty2;
    reg      [3:0] lru;              
    reg     [29:4] tag1    [0:3], tag2    [0:3];
    reg    [127:0] data1   [0:3], data2   [0:3];
    wire           hit1, hit2;
    wire     [3:2] set;
    localparam S_IDLE = 3'd0;
    localparam S_WBRD = 3'd1;
    localparam S_RD   = 3'd2;
    localparam S_WB   = 3'd3;
    localparam S_RDWB = 3'd4;
assign set = proc_addr[3:2];
    assign proc_stall = (~(hit1 | hit2))&&(proc_read|proc_write);
assign proc_rdata = proc_read & hit1
                  ? data1[set][proc_addr[1:0]*32+:32]
                  : proc_read & hit2
                  ? data2[set][proc_addr[1:0]*32+:32]
                  : 32'd0;
assign hit1 = valid1[set] & (tag1[set] == proc_addr[29:4]);
assign hit2 = valid2[set] & (tag2[set] == proc_addr[29:4]);
always@(*) begin
    case (state)
    S_IDLE: begin
        if (hit1 | hit2)
            state_w = S_IDLE;
        else if (proc_read)
            state_w = (~lru[set] & dirty1[set] | lru[set] & dirty2[set]) ? S_WBRD : S_RD;
        else if (proc_write)
            state_w = (~lru[set] & dirty1[set] | lru[set] & dirty2[set]) ? S_WB : S_RDWB;
        else
            state_w = S_IDLE;
    end
    S_WBRD:
        state_w = mem_ready ? S_RD : S_WBRD;
    S_RD:
        state_w = mem_ready ? S_IDLE : S_RD;
    S_WB:
        state_w = mem_ready ? S_RDWB : S_WB;
    S_RDWB:
        state_w = mem_ready ? S_IDLE : S_RDWB;
    default:
        state_w = S_IDLE;
    endcase
end
always@( posedge clk ) begin
    if( proc_reset ) begin
        mem_read   <= 0;
        mem_write  <= 0;
        state   <= S_IDLE;
        valid1  <= 4'b0;
        valid2  <= 4'b0;
        dirty1  <= 4'b0;
        dirty2  <= 4'b0;
        lru     <= 4'b0;
    end
    else begin
        state   <= state_w;
        case (state)
        S_IDLE: begin
            if (proc_read) begin
                if (proc_stall) begin
                    if (~lru[set] & dirty1[set]) begin
                        mem_write  <= 1;
                        mem_addr   <= {tag1[set],set};
                        mem_wdata  <= data1[set];
                    end else if (lru[set] & dirty2[set]) begin
                        mem_write  <= 1;
                        mem_addr   <= {tag2[set],set};
                        mem_wdata  <= data2[set];
                    end else begin
                        mem_read   <= 1;
                        mem_addr   <= proc_addr[29:2];
                    end
                end
            end
            else if (proc_write) begin
                if (hit1) begin
                    dirty1[set] <= 1;
                    data1[set][proc_addr[1:0]*32+:32] <= proc_wdata;
                end else if (hit2) begin
                    dirty2[set] <= 1;
                    data2[set][proc_addr[1:0]*32+:32] <= proc_wdata;
                end else if (~lru[set] & dirty1[set]) begin
                    mem_write  <= 1;
                    mem_addr   <= {tag1[set],set};
                    mem_wdata  <= data1[set];
                end else if (lru[set] & dirty2[set]) begin
                    mem_write  <= 1;
                    mem_addr   <= {tag2[set],set};
                    mem_wdata  <= data2[set];
                end else begin
                    mem_read   <= 1;
                    mem_addr   <= proc_addr[29:2];
                end
            end
            if ((proc_read | proc_write) & (hit1 | hit2))
                lru[set] <= hit1;
        end
        S_WBRD:
            if (mem_ready) begin
                mem_read   <= 1;
                mem_write  <= 0;
                mem_addr   <= proc_addr[29:2];
            end
        S_RD:
            if (mem_ready) begin
                mem_read   <= 0;
                if (~lru[set]) begin
                    valid1[set] <= 1;
                    dirty1[set] <= 0;
                    tag1  [set] <= proc_addr[29:4];
                    data1 [set] <= mem_rdata;
                end else begin
                    valid2[set] <= 1;
                    dirty2[set] <= 0;
                    tag2  [set] <= proc_addr[29:4];
                    data2 [set] <= mem_rdata;
                end
            end  
        S_WB:
            if (mem_ready) begin
                mem_read   <= 1;
                mem_write  <= 0;
            end
        S_RDWB:
            if (mem_ready) begin
                mem_read   <= 0;
                if (~lru[set]) begin
                    valid1[set] <= 1;
                    dirty1[set] <= 1;
                    tag1  [set] <= proc_addr[29:4];
                    data1 [set] <= mem_rdata;
                end else begin
                    valid2[set] <= 1;
                    dirty2[set] <= 1;
                    tag2  [set] <= proc_addr[29:4];
                    data2 [set] <= mem_rdata;
                end
            end
        endcase
    end
end
endmodule
[design/flow/run.sh]
#!/bin/bash
# OpenROAD 26Q1-2900-gdf79404cd8, Yosys 0.63+post, stock flow scripts
make -C /OpenROAD-flow-scripts/flow DESIGN_CONFIG=/design/flow/config.mk WORK_HOME=/design/flow/orfs finish
[design/flow/config.mk]
export PLATFORM = sky130hd
export DESIGN_NAME = cache
export DESIGN_NICKNAME = cache
export VERILOG_FILES = /design/flow/design.v
export SDC_FILE = /design/flow/constraint.sdc
export NUM_CORES = 4
export LEC_CHECK = 1
export CORE_UTILIZATION = 50
[design/flow/constraint.sdc]
current_design cache

set clk_period 45.8
set clk_io_pct 0.2

create_clock -name clk0 -period $clk_period [get_ports {clk}]

set non_clock_inputs [all_inputs -no_clocks]
set_input_delay [expr $clk_period * $clk_io_pct] -clock clk0 $non_clock_inputs
set_output_delay [expr $clk_period * $clk_io_pct] -clock clk0 [all_outputs]
==> GITHUB_STEP_SUMMARY <==
### Flow metrics

| Metric | Value |
|---|---|
| Setup Fix Bufs, Post-CTS | `0` |
| Final worst-path cycle share | `51.0%` |
| Peak VDD IR | `around 0.038 mV` |
| Hold Path Class | `flop to flop` |
| Latency at later pin | `between 0.7 and 0.8 ns` |
| Num CTS Buffers | `roughly 150` |
| Placer Congestion | `between 0.8 and 0.9` |
| H-tree levels | `4` |
| Die ar. | `119000 µm²` |
| Share of layout cells above drive strength 1 | `around 17%` |
| Yosys warns | `1` |
| First-pass GRT wire length | `about 250000 µm` |
| Final setup viols | `0` |
| Crit path DAT | `between 10 and 15 ns` |
| Worst Reg2Reg Path Length in Cells | `8` |
| Starting Density | `50.6%` |
| GR met2 Demand/Resource | `46.4%` |
| Die Wd | `346 µm` |
| CTS tree | `built` |
| Antenna Violating Nets Remaining | `0` |
| Clk slew on worst S/H paths | `around 0.05 ns` |
| Warning total across the stage logs | `35` |
| Final Hold Slack | `approximately 0.44 ns` |
| Status | `finished clean` |
| Root Driver | `clkbuf_16` |
| Achievable Freq | `around 43 MHz` |
| Slew headroom | `36.4%` |
| Most instantiated logic cells after routing | `1388 x edfxtp_1, 801 x nand2_1, 381 x clkdlybuf4s50_1` |
| Most used flip-flop cell | `edfxtp_1` |
| Clock Skews | `0.0248 ns` |
| GR met3 Demand/Resource | `25.9%` |
| # DRC | `0` |
| Post_cts resized | `0` |
| Placed cell areas | `64800 µm²` |
| Post-synth EDFFs | `1388` |
| Met1 Use GR | `around two fifths` |
| Max cap viols | `0` |
| Tmin final | `23.36 ns` |
| Final TNS setup | `0 ns` |
| Wire length per cell | `31.2 µm` |
| Crit path required time | `about 37 ns` |
| Leak | `23.3 nW` |
| Iteration-0 DRC Markers | `between 2000 and 2500` |
| Final wirelength | `174000 µm` |
| Boundary Pins | `386` |
| Seq share, synth | `71.5%` |
| Worst-path fanout max | `103` |
| Synth-to-Final Area Change | `17.6%` |
| Routed vias/inst | `between 6 and 7` |
| Final slew viol count | `0` |
| GRT Total Usage | `33.2%` |
| GR Overflow Total | `0` |
| CP startpoint kind | `primary input` |
| Largest net degree at the start of global routing | `111` |
| Cell Area, Synth | `59000 µm²` |
| Initial antenna violation count | `9` |
| DRT Pass-1 Iters | `8` |
| CTS Buffer Depth | `3` |
| # hold bufs at CTS | `0` |
| Sink Count | `1415` |
| Hold Path Depth | `1` |
| RSZ-0062 raised after global routing | `no` |
| Input/output buffers | `385` |
| Chip Area, Yosys | `59000 µm²` |
| Yosys stat cell total | `3536` |
| Unique cell types | `71` |
| Crit end category | `output port` |
| GR peak layer | `met2` |
| Pwr dens | `39.8 nW/µm²` |
| Actual slew at the worst max-slew pin | `about 0.95 ns` |
| Cells after synthesis | `3536` |
| Commonest Layout Cell | `edfxtp_1` |
| Core box area | `117000 µm²` |
| Syn avg cell area | `16.7 µm²` |
| Post-DP HPWL | `106000 µm` |
| Row Count | `125` |
| Register bit count reported by yosys | `1415` |
| Vias in the first global route | `37405` |
| Vias | `around 34000` |
| Synth async-reset ratio | `0%` |
| Fin. Hold Viols | `0` |
| Critical path class | `primary input to output port` |
| Chip height | `approximately 350 µm` |
| Final instance area | `69400 µm²` |
-- cell type report --
type	instances	area (µm²)
antenna	2	5.00
clock buffer	191	3980
clock inverter	71	599
fill	8279	47200
inverter	83	312
multi-input combinational	1813	15800
sequential	1415	42200
tap	1524	1910
timing repair buffer	476	4610
-- Yosys cell counts, types with 3 or more instances --
| cell | count | share of area [%] |
|---|---|---|
| xnor2_1 | 22 | 0.33 |
| buf_4 | 8 | 0.10 |
| mux2i_1 | 49 | 0.83 |
| xor2_1 | 18 | 0.27 |
| inv_1 | 83 | 0.53 |
| mux4_1 | 14 | 0.62 |
| nor3_1 | 6 | 0.051 |
| mux4_2 | 351 | 13 |
| buf_2 | 15 | 0.13 |
| o22a_1 | 49 | 0.73 |
| mux2_2 | 3 | 0.057 |
| nand4_1 | 5 | 0.053 |
| nor2_1 | 24 | 0.15 |
| nor4_1 | 4 | 0.042 |
| a21boi_0 | 18 | 0.23 |
| o22ai_1 | 37 | 0.39 |
| buf_1 | 30 | 0.19 |
| clkbuf_1 | 164 | 1.0 |
| a211oi_1 | 5 | 0.064 |
| o2bb2ai_1 | 3 | 0.045 |
| a22oi_1 | 6 | 0.076 |
| o21ai_0 | 263 | 2.2 |
| nand3_1 | 13 | 0.11 |
| ha_1 | 4 | 0.085 |
| dfxtp_1 | 27 | 0.92 |
| and2_1 | 10 | 0.11 |
| nand2b_1 | 6 | 0.064 |
| buf_6 | 3 | 0.057 |
| nand2_1 | 802 | 5.1 |
| a21o_1 | 10 | 0.13 |
| a21oi_1 | 22 | 0.19 |
| nor2b_1 | 4 | 0.042 |
| o21a_1 | 18 | 0.23 |
| edfxtp_1 | 1388 | 71 |
| a311oi_1 | 6 | 0.089 |
-- cells by family after synthesis --
group	share of synthesized area, %
compound gates	4.79
mux	14.9
flops	71.5
fa+ha+maj	0.0848
buf+inv	2.17
simple gates	5.95
xor+xnor	0.593
-- power by group --
group | switching [mW] | internal, mW
Sequential | 0.00345 | 1.43
Combinational | 0.112 | 0.0758
Clock | 0.480 | 0.657
Total | 0.595 | 2.17
-- through the flow --
step / setup WS [ns] / power, mW / util [%] / instances
after floorplan: 25.11 / 1.57 / - / 3536
after global placement: 22.40 / 1.65 / 55.6 / 5311
after detailed placement: 22.35 / 1.65 / 55.6 / 5311
after CTS: 22.34 / 2.78 / 59.5 / 5573
after global routing: 22.06 / 2.84 / 59.5 / 5574
final: 22.44 / 2.76 / 59.5 / 5575
-- path summary, 6_finish.rpt --
path                     start             end  slack (ns)
setup reg to reg   tag1[1][21]    data1[3][67]       41.08
hold reg to reg      valid2[1]       valid2[1]        0.44
hold / removal       valid2[1]       valid2[1]        0.44
setup / recovery  proc_addr[3]  proc_rdata[20]       22.44
-- flip-flops by register name, indices dropped and copies added, names as in the netlist, named ones only --
name       flops
data1        512
state          5
tag2         104
mem_wdata    128
valid2         4
data2        512
mem_read       1
valid1         4
tag1         104
mem_write      1
mem_addr      28
lru            4
-- critical path: stages --
cell,delay [ns]
buf_8,0.52
buf_12,0.55
mux4_1,0.44
xor2_1,0.16
nor4_1,0.60
o211ai_2,0.34
nor3_1,0.52
nand2_2,0.56
buf_4,0.46
o22ai_1,0.21
clkdlybuf4s50_1,0.49
-- layer usage --
layer | up-vias | wire (µm)
met5 | - | 253
met4 | 18 | 7160
met3 | 388 | 32200
met2 | 2665 | 80500
met1 | 16846 | 53600
li1 | 14573 | -
Power and IR drop assume default switching activity.
