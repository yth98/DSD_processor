File: design/flow/design.v
module L1cache( 
    clk,
    proc_reset,
    proc_read,
    proc_write,
    proc_addr,
    proc_rdata,
    proc_wdata,
    proc_stall,
    mem_read,
    mem_write,
    mem_addr,
    mem_rdata,
    mem_wdata,
    mem_ready
);
    input          clk;
    input          proc_reset;
    input          proc_read, proc_write;
    input   [29:0] proc_addr;
    input   [31:0] proc_wdata;
    output         proc_stall;
    output  [31:0] proc_rdata;
    input   [31:0] mem_rdata;
    input          mem_ready;
    output         mem_read, mem_write;
    output  [29:0] mem_addr;
    output  [31:0] mem_wdata;
    reg            mem_read, mem_write;
    reg     [29:0] mem_addr;
    reg     [31:0] mem_wdata;
    reg      [2:0] state_w;
    reg      [2:0] state;
    reg      [15:0] valid1, valid2;
    reg      [15:0] dirty1, dirty2;
    reg      [15:0] lru;              
    reg     [29:4] tag1    [0:15], tag2    [0:15];
    reg     [31:0] data1   [0:15], data2   [0:15];
    wire           hit1, hit2;
    wire     [3:0] set;
    localparam S_IDLE = 3'd0;
    localparam S_WBRD = 3'd1;
    localparam S_RD   = 3'd2;
    localparam S_WB   = 3'd3;
    localparam S_RDWB = 3'd4;
assign set = proc_addr[3:0];
assign proc_stall = (~(hit1 | hit2))&&(proc_read|proc_write);
assign proc_rdata = proc_read & hit1
                  ? data1[set][31:0]
                  : proc_read & hit2
                  ? data2[set][31:0]
                  : 32'd0;
assign hit1 = valid1[set] & (tag1[set] == proc_addr[29:4]);
assign hit2 = valid2[set] & (tag2[set] == proc_addr[29:4]);
always@(*) begin
    case (state)
    S_IDLE: begin
        if (hit1 | hit2)
            state_w = S_IDLE;
        else if (proc_read)
            state_w = (~lru[set] & dirty1[set] | lru[set] & dirty2[set]) ? S_WBRD : S_RD;
        else if (proc_write)
            state_w = (~lru[set] & dirty1[set] | lru[set] & dirty2[set]) ? S_WB : S_RDWB;
        else
            state_w = S_IDLE;
    end
    S_WBRD:
        state_w = mem_ready ? S_RD : S_WBRD;
    S_RD:
        state_w = mem_ready ? S_IDLE : S_RD;
    S_WB:
        state_w = mem_ready ? S_RDWB : S_WB;
    S_RDWB:
        state_w = mem_ready ? S_IDLE : S_RDWB;
    default:
        state_w = S_IDLE;
    endcase
end
always@( posedge clk ) begin
    if( proc_reset ) begin
        mem_read   <= 0;
        mem_write  <= 0;
        state   <= S_IDLE;
        valid1  <= 16'b0;
        valid2  <= 16'b0;
        dirty1  <= 16'b0;
        dirty2  <= 16'b0;
        lru     <= 16'b0;
    end
    else begin
        state   <= state_w;
        case (state)
        S_IDLE: begin
            if (proc_read) begin
                if (proc_stall) begin
                    if (~lru[set] & dirty1[set]) begin
                        mem_write  <= 1;
                        mem_addr   <= {tag1[set],set};
                        mem_wdata  <= data1[set];
                    end else if (lru[set] & dirty2[set]) begin
                        mem_write  <= 1;
                        mem_addr   <= {tag2[set],set};
                        mem_wdata  <= data2[set];
                    end else begin
                        mem_read   <= 1;
                        mem_addr   <= proc_addr[29:0];
                    end
                end
            end
            else if (proc_write) begin
                if (hit1) begin
                    dirty1[set] <= 1;
                    data1[set][31:0] <= proc_wdata;
                end else if (hit2) begin
                    dirty2[set] <= 1;
                    data2[set][31:0] <= proc_wdata;
                end else if (~lru[set] & dirty1[set]) begin
                    mem_write  <= 1;
                    mem_addr   <= {tag1[set],set};
                    mem_wdata  <= data1[set];
                end else if (lru[set] & dirty2[set]) begin
                    mem_write  <= 1;
                    mem_addr   <= {tag2[set],set};
                    mem_wdata  <= data2[set];
                end else begin
                    mem_read   <= 1;
                    mem_addr   <= proc_addr[29:0];
                end
            end
            if ((proc_read | proc_write) & (hit1 | hit2))
                lru[set] <= hit1;
        end
        S_WBRD:
            if (mem_ready) begin
                mem_read   <= 1;
                mem_write  <= 0;
                mem_addr   <= proc_addr[29:0];
            end
        S_RD:
            if (mem_ready) begin
                mem_read   <= 0;
                if (~lru[set]) begin
                    valid1[set] <= 1;
                    dirty1[set] <= 0;
                    tag1  [set] <= proc_addr[29:4];
                    data1 [set] <= mem_rdata;
                end else begin
                    valid2[set] <= 1;
                    dirty2[set] <= 0;
                    tag2  [set] <= proc_addr[29:4];
                    data2 [set] <= mem_rdata;
                end
            end
        S_WB:
            if (mem_ready) begin
                mem_read   <= 1;
                mem_write  <= 0;
            end
        S_RDWB:
            if (mem_ready) begin
                mem_read   <= 0;
                if (~lru[set]) begin
                    valid1[set] <= 1;
                    dirty1[set] <= 1;
                    tag1  [set] <= proc_addr[29:4];
                    data1 [set] <= mem_rdata;
                end else begin
                    valid2[set] <= 1;
                    dirty2[set] <= 1;
                    tag2  [set] <= proc_addr[29:4];
                    data2 [set] <= mem_rdata;
                end
            end
        endcase
    end
end
endmodule
File: design/flow/run.sh
#!/bin/bash
# OpenROAD 26Q1-2900-gdf79404cd8, Yosys 0.63+post, stock flow scripts
make -C /OpenROAD-flow-scripts/flow DESIGN_CONFIG=/design/flow/config.mk WORK_HOME=/design/flow/orfs finish
File: design/flow/constraint.sdc
current_design L1cache

set clk_period 20.9
set clk_io_pct 0.2

create_clock -name clk0 -period $clk_period [get_ports {clk}]

set non_clock_inputs [all_inputs -no_clocks]
set_input_delay [expr $clk_period * $clk_io_pct] -clock clk0 $non_clock_inputs
set_output_delay [expr $clk_period * $clk_io_pct] -clock clk0 [all_outputs]
File: design/flow/config.mk
export PLATFORM = sky130hd
export DESIGN_NAME = L1cache
export DESIGN_NICKNAME = L1cache
export VERILOG_FILES = /design/flow/design.v
export SDC_FILE = /design/flow/constraint.sdc
export NUM_CORES = 4
export LEC_CHECK = 1
export CORE_UTILIZATION = 50
==> impl_metrics.ini <==
; yosys + openroad results
[pwr]
leakagePower_nw = 29.52
power.total_mw = 8.416
p_per_area_mw_per_mm2 = 90.57
peakVddDrop_uv = 91.63

[floorplanning]
die_y_um = 405.9
die_area_mm2 = 0.1648
rows = 147
fp_util = 0.5057
io_pins = 196
core_mm2 = 0.1613
die_w_um = 405.9

[drt]
wirelength_mm = 228.3
remaining_drc_errors = 0
drt_iter0_drc = 3488
num_vias = 42670
wl_per_cell_um = 33.54
postRouteAntennaNets = 0
vias_per_cell = 6.269
first_pass_iters = 5

[synthesis]
yosysTopAreaCell = edfxtp_1
top_area_frac = 0.7060
syn_area_per_cell_um2 = 19.52
ys_chip_area_mm2 = 0.08157
edf_count = 1918
ys_cells = 4178
syn_inst = 4178
syn-cell-area_mm2 = 0.08157
ys.flops = 2005
yosys.cell_types.count = 91
area_leaders = edfxtp_1 71%, mux4_2 14%, mux2i_1 2.3%
most_common_cell = edfxtp_1
yosysWarnings = 1
ys_top_cells_by_count = 1918 x edfxtp_1, 489 x mux4_2, 210 x nand2_1
ys.flop_type = edfxtp_1
synth_seq_share = 0.7274
synthArstFlopShare = 0

[final_timing]
clock_skew_ns = 0.02971
setup_tns_ns = 0
finalSetupViolCount = 0
max_slew_margin = 0.2638
worst_pin_slew_ns = 1.093
setup_slack_ns = 6.564
finalCritPeriodShare = 0.6859
fmax_ghz = 0.06975
final_max_slew_viol_count = 0
hold_viol = 0
finalCriticalPeriod_ns = 14.34
grt_setup_unrepaired = no

[global_routing]
grt_pass1_wl_mm = 326.2
grt_max_degree = 94
grt_usage = 0.3188
first_global_vias = 45050
gr-total-overflow = 0
antenna_found_initial = 14

[clocking]
clkLatencyLatePin_ns = 0.84
clock-sinks = 2005
clockBufferDepth = 3
htreeDepth = 4
hold_buffers = 0
clkSlewWorstSetupHoldPaths_ns = 0.06
ctsResizeCount = 0
cts-buffers-inserted = 201
cts_tree = done
postCtsSetupBuffers = 0
clockRootBuffer = clkbuf_16

[worst_hold_path]
hold_path_end = valid1[2]$_SDFFE_PP0P_
hp-class = reg2reg
hold_depth = 2
min_from = valid1[2]$_SDFFE_PP0P_

[critical_path]
cp_data_arrival_time_ns = 10.16
r2r_start = tag2[0][25]$_DFFE_PP_
crit_path_max_fanout = 78
ff2ff_path_depth = 13
crit_path_cell_trace = buf_8, buf_4, buf_12, nor2b_1, a22oi_1, o21ai_2, xnor2_1, o41ai_1, nand4_1, nor3_1, nor2_1, o21ai_0, inv_1, clkdlybuf4s50_1
reg2reg_to = data2[0][20]$_DFFE_PP_
worst_ep_required_time_ns = 16.72
critPathLaunchType = primary input
worst-setup-path-type = in2out
cp_slowest_stage_delay_ns = 0.87
cpMaxStageDelayCell = nor3_1
crit_family = simple AND/OR/NAND/NOR gates
rrSetupSlack_ns = 15.79
critPathCaptureType = output port
critical_path_buf_inv_count = 5
cp.depth = 14

[place]
place_ws_ns = 6.773
port_buffers = 195
postPlaceCellArea_mm2 = 0.08661
place_congestion = 0.9831
hpwl_mm = 131.5

[finish]
final_cell_area_mm2 = 0.09293
drive_gt1_frac = 0.2463
fin_util = 0.5761
syn_to_final_growth_pct = 13.91

[job]
cap_violations = 0
warning_count = 29

[status]
status = complete, no violations
logic make-up (layout without fill, tap and decap cells):
group / count (synthesis) / in the layout / synth area share
simple gates: 556 / 556 / 0.03146
flops: 2005 / 2005 / 0.7274
xor+xnor: 57 / 57 / 0.006120
compound gates: 455 / 455 / 0.04085
fa+ha+maj: 4 / 4 / 0.0006135
buf+inv: 319 / 782 / 0.02043
mux: 782 / 782 / 0.1731
other cells: 0 / 5 / 0
report_power, final:
| group | internal (mW) | leakage [nW] | switching, mW |
|---|---|---|---|
| registers | 4.42 | 18.0 | 0.00355 |
| logic | 0.185 | 8.49 | 0.337 |
| clock network | 1.97 | 3.07 | 1.50 |
layout make-up:
cell class,count,area (µm²)
diodes,5,12.51
clock buffers,255,5254
clock inverters,113,1045
fillers,11710,68380
inverters,60,234.0
multi-input cells,1854,21120
flip-flops and latches,2005,59340
well taps,2160,2703
repair buffers,354,3218
flip-flops by register name, summed over array words and instances (netlist names), named ones only:
register   count
data1        512
valid2        16
tag1         416
tag2         416
state          5
mem_addr      30
lru           16
valid1        16
mem_write      1
mem_read       1
mem_wdata     32
data2        512
routing by layer:
layer | track usage | share of wire
met1 | 0.4504 | 0.33
met2 | 0.4165 | 0.44
met3 | 0.2619 | 0.20
met4 | 0.06561 | 0.027
met5 | 0.01844 | 0.0019
worst max-delay path by stage:
stage / start / endpoint
finish: proc_addr[1] / proc_stall
CTS: proc_addr[1] / proc_rdata[19]
global route: proc_addr[1] / proc_stall
placed cells by master, fill, tap and decap left out, drive strengths merged, types with 47 or more instances in the layout:
master         instances
dfxtp                 87
buf                  163
mux4                 490
clkbuf               257
o22ai                 79
xnor2                 47
a22oi                 49
a21oi                 64
nand2                210
edfxtp              1918
mux2                 103
mux2i                189
nor2                 159
inv                   61
clkdlybuf4s50        189
o21ai                 69
clkinv                93
stage by stage:
step                hold WS (ns)  cells
CTS                       0.4711   6801
finish                    0.4680   6806
floorplan                 0.4345   4178
global route              0.4911   6806
global placement          0.4564   6433
detailed placement        0.4614   6433
worst min-delay path, delay by kind of cell (launching register included):
family / cells / cell delay (ns)
buffers and inverters: 1 / 0.04
DFF: 1 / 0.31
AOI/OAI and AO/OA: 1 / 0.07
Power and IR drop assume default switching activity.
